[flow/run.sh]
#!/bin/bash
# OpenROAD 26Q1-2900-gdf79404cd8, Yosys 0.63+post, stock flow scripts
make -C /OpenROAD-flow-scripts/flow DESIGN_CONFIG=/design/flow/config.mk WORK_HOME=/design/flow/orfs finish
[flow/config.mk]
export PLATFORM = sky130hd
export DESIGN_NAME = part3
export DESIGN_NICKNAME = part3
export VERILOG_FILES = /design/flow/design.v
export SDC_FILE = /design/flow/constraint.sdc
export NUM_CORES = 4
export LEC_CHECK = 1
export CORE_UTILIZATION = 30
[flow/constraint.sdc]
current_design part3

set clk_period 4.9
set clk_io_pct 0.2

create_clock -name clk0 -period $clk_period [get_ports {KEY}]

set non_clock_inputs [all_inputs -no_clocks]
set_input_delay [expr $clk_period * $clk_io_pct] -clock clk0 $non_clock_inputs
set_output_delay [expr $clk_period * $clk_io_pct] -clock clk0 [all_outputs]
[flow/design.v]
module part3 (KEY, SW, HEX5, HEX4, HEX2, HEX0, LEDR);
	input [0:0] KEY;
	input [9:0] SW;
	output [0:6] HEX5, HEX4, HEX2, HEX0;
	output [9:0] LEDR;
	wire Clock, Write;
	wire [4:0] Address;
	wire [3:0] DataIn, DataOut;
	assign Clock = KEY[0];
	assign Write = SW[9];
	assign DataIn = SW[3:0];
	assign Address = SW[8:4];
	reg [3:0] memory_array [31:0];
	reg [4:0] Address_reg;  
	always @(posedge Clock)
	begin
		if (Write)
			memory_array[Address] <= DataIn;
		Address_reg <= Address;
   	end
   	assign DataOut = memory_array[Address_reg];
	hex7seg digit0 (DataOut[3:0], HEX0);
	hex7seg digit1 (DataIn[3:0], HEX2);
	hex7seg digit5 ({3'b0, Address[4]}, HEX5);
	hex7seg digit4 (Address[3:0], HEX4);
	assign LEDR[3:0] = DataIn;
	assign LEDR[8:4] = Address;
	assign LEDR[9] = Write;
endmodule
module hex7seg (hex, display);
	input [3:0] hex;
	output [0:6] display;
	reg [0:6] display;
	always @ (hex)
		case (hex)
			4'h0: display = 7'b0000001;
			4'h1: display = 7'b1001111;
			4'h2: display = 7'b0010010;
			4'h3: display = 7'b0000110;
			4'h4: display = 7'b1001100;
			4'h5: display = 7'b0100100;
			4'h6: display = 7'b0100000;
			4'h7: display = 7'b0001111;
			4'h8: display = 7'b0000000;
			4'h9: display = 7'b0000100;
			4'hA: display = 7'b0001000;
			4'hb: display = 7'b1100000;
			4'hC: display = 7'b0110001;
			4'hd: display = 7'b1000010;
			4'hE: display = 7'b0110000;
			4'hF: display = 7'b0111000;
		endcase
endmodule
==> flow_summary.toml <==
# yosys + openroad results
[outcome]
run_status = "finished, final reports clean"

[cts]
cts_tree = "done"
cts_hold_repair.buffers = 0
post_cts_setup_repair_buffer_count = 0
path_clk_slew_ns = 0.04
cts_root_buf = "clkbuf_16"
ctsLongestPathBuffers = 2
clock_sink_count = 133
htree_num_levels = 4
cts_resized = 2
cts_buffers = 17

[global_route]
grt_remaining_overflow = 0
via_count_of_the_first_global_routing_pass = 3362
grt_pass1_wl_microns = 18940
groute.usage.overall_pct = 13.17
grt_antenna_before_repair = 1
grt_start_max_net_pins = 38

[synthesis]
yosys_warn_count = 2
top_area_share_pct = 63.93
ys_seq_share_pct = 65.60
ys_cells = 346
synth_area_per_cell_sq_um = 17.38
numSynthFlops = 133
synth.area.top_cells = "edfxtp_1 64%, mux4_2 16%, ha_1 3.5%, nor2_1 2.4%, buf_4 2.2%"
syn-cell-area_sq_um = 6012
synth_cell_types = 35
synth_async_reset_ratio_pct = 0
synth_chip_area_sq_um = 6012
netlist.top_cell.by_instances = "edfxtp_1"
ys_dominant_reg_cell = "edfxtp_1"
edf_count = 128
synthDominantAreaCellType = "edfxtp_1"
ys_top_cells_by_count = "128 x edfxtp_1, 42 x mux4_2, 39 x nor2_1, 18 x buf_4, 17 x ha_1"
syn_inst = 346

[job]
tool_warnings = 170
max-cap-violations = 0

[power]
power_switching_w = 0.0004088
vdd_drop_max_mv = 0.1641
cellLeakagePower_nw = 2.371
power_frac_comb_pct = 10.7
power.density_nw_per_um2 = 345.5
sequential_fraction_of_design_power_pct = 51.2
p_int_w = 0.002083
clk_network_pwr_share_pct = 38.1
sw_frac_of_total_pct = 16.41

[hold_path]
hold_path.class = "input port to flop"

[place]
numPortBuffers = 45
dp_worst_setup_slack_ns = 0.3105
placed_cells_incl_taps = 637
dp_hpwl_microns = 7978
finalWeightedCongestion = 0.8111

[setup_path]
timing.setup.critical_path_class = "flop to primary output"
worstPathMaxFanout = 13
crit_path_end_kind = "primary output"
crit_required_ns = 3.92
cp-start-kind = "flop"
worstPathArrival_ns = 3.61

[die]
core_region_area_sq_um = 19530
row_count = 51
boundaryPins = 49
chipArea_sq_um = 20610
floorplan.initialDensity_pct = 30.79
floorplan.die.height_microns = 143.6
dieWidth_microns = 143.6

[drt]
via_density_per_instance = 4.737
route.detailed.wl_per_inst_microns = 17.69
drt_wl_total_microns = 11820
post-route-drc-count = 0
ant_nets = 0
detailroute.via_count = 3164
dr.pass1.iters = 4
first_iter_violations = 179

[sta]
total_negative_setup_slack_ns = 0
period_minus_slack_ns = 4.590
layout_worst_path_cycle_share_pct = 93.67
finalSetupViolations = 0
grt_setup_unrepaired = "false"
slew_headroom_pct = 52.49
fin_ws_ns = 0.3103
achievable-frequency_mhz = 217.9
finalHoldWorstSlack_ns = 1.289
final_max_slew_viol_count = 0
final_hold_viols = 0
timing_worst_slew_pin_value_ns = 0.6989

[final_layout]
largest_register_ffs = 128
reg.largest.list = "memory_array: 128 flops"
fin_util_pct = 36.93
max_flop_register = "memory_array"
layoutNonFillerInstCount = 668
area_growth_pct = 19.96
post_route_cells_drive_above_1_share_pct = 20.65
metrics by stage:
step           total power [W]  cell area, sq um
5_1_grt               0.002718              7212
4_1_cts               0.002641              7192
3_5_place_dp          0.001560              6681
6_report              0.002492              7212
2_1_floorplan         0.001443              6016
3_3_place_gp          0.001556              6681
worst max-delay path, stage by stage, from the launching register on:
cell and delay, ns:
dfxtp_4 0.51, buf_4 0.23, mux4_2 0.52, mux4_2 0.51
mux2i_2 0.59, xnor2_1 0.17, a211oi_2 0.24, clkdlybuf4s50_1 0.48
final cells by class:
type / instances / area [sq um]
antenna: 1 / 2.502
clock buffer: 21 / 440.4
clock inverter: 9 / 63.81
fill: 1831 / 12310
inverter: 14 / 52.55
multi-input combinational: 168 / 1821
sequential: 133 / 3948
tap: 265 / 331.6
timing repair buffer: 57 / 553.0
final timing paths:
check / from / to / slack [ns] / cells past startpoint
worst max-delay path: flop / HEX0[0] / 0.31 / 7
worst min-delay path: SW[6] / flop / 1.29 / 2
cell usage in the layout, fill, tap and decap left out, types with 6 or more instances in the layout:
cell,n
a21oi_1,7
nor2_1,39
mux4_2,42
clkinv_1,6
nand2_1,9
buf_4,11
inv_1,13
mux2i_1,11
nand3_1,6
clkbuf_16,17
clkdlybuf4s50_1,45
edfxtp_1,128
ha_1,17
o22ai_1,6
kinds of logic after synthesis:
logic type,count (synthesis),share of synthesized area [%]
flops,133,65.60
simple gates,66,4.849
mux,57,18.56
buf+inv,46,4.537
compound gates,24,2.643
fa+ha+maj,17,3.538
other cells,2,0.1249
xor+xnor,1,0.1457
per-layer routing:
metal,wire length [microns],track usage [%],share of wire [%]
met1,4924,18.23,42
met2,5604,19.88,47
met3,1115,6.481,9.4
met4,171,2.352,1.4
met5,0,0,0
power groups by stage:
stage / sequential, W / combinational, W / clock [W]
CTS: 0.00127 / 0.000267 / 0.00110
finish: 0.00128 / 0.000266 / 0.000949
global route: 0.00127 / 0.000294 / 0.00115
No activity file was given, so power comes from the tool's default toggle rates.
