`flow/run.sh`:
```
#!/bin/bash
# OpenROAD 26Q1-2900-gdf79404cd8, Yosys 0.63+post, stock flow scripts
make -C /OpenROAD-flow-scripts/flow DESIGN_CONFIG=/design/flow/config.mk WORK_HOME=/design/flow/orfs finish
```
`flow/config.mk`:
```
export PLATFORM = sky130hd
export DESIGN_NAME = calculator
export DESIGN_NICKNAME = calculator
export VERILOG_FILES = /design/flow/design.v
export SDC_FILE = /design/flow/constraint.sdc
export NUM_CORES = 4
export LEC_CHECK = 1
export CORE_UTILIZATION = 30
```
`flow/constraint.sdc`:
```
current_design calculator

set clk_period 6.6
set clk_io_pct 0.2

create_clock -name clk0 -period $clk_period [get_ports {CLOCK_50}]

set non_clock_inputs [all_inputs -no_clocks]
set_input_delay [expr $clk_period * $clk_io_pct] -clock clk0 $non_clock_inputs
set_output_delay [expr $clk_period * $clk_io_pct] -clock clk0 [all_outputs]
```
`flow/design.v`:
```
module calculator (LEDG, LEDR, SW, CLOCK_50);
  input  [17:0] SW;
  input  CLOCK_50;
  output [17:0] LEDR;
  output [7:0] LEDG;
  wire  B0, Bnot0, ld_A, ld_B, ld_l, clr_l, ALUsel, shl_A, shr_B;   
  wire  [4:0] resultA;
  wire  [3:0] resultB;
  wire  [3:0] SA, SB;
  wire  [1:0] SIR;
  wire  Start, clk, clk1, rst_;
  reg  [25:0] counter;
  assign LEDG[6:0] = 7'b0;
  assign LEDR[9:0] = 10'b0;
  assign SIR = SW[1:0];
  assign rst_ = SW[2];
  assign Start = SW[3];
  assign clk1 = CLOCK_50;
  assign clk = counter[25];
  assign LEDR[13:10] = resultA[3:0];
  assign LEDR[17:14] = resultB;
  assign LEDG[7] = resultA[4];
  assign SA = SW[13:10];
  assign SB = SW[17:14];
  always @ (posedge clk1)
    counter = counter+1;
  Control_calc  Mc (ld_A, AselSA, ld_B, ld_l, clr_l, ALUsel, shl_A, shr_B, SIR, B0, Bnot0, Start, rst_, clk);
  Datapath_calc Md (resultA, resultB, B0, Bnot0, SA, SB, ld_A, AselSA, ld_B, ld_l, clr_l, ALUsel, shl_A, shr_B, clk);
endmodule
module Control_calc(ld_A, AselSA, ld_B, ld_l, clr_l, ALUsel, shl_A, shr_B, SIR, B0, Bnot0, Start, rst_, clk);
   output reg	ld_A, AselSA, ld_B, ld_l, clr_l, shl_A, shr_B;    
   output reg   ALUsel;
   input	Start, rst_, clk;
   input        B0, Bnot0;         
   input [1:0]  SIR;
   reg         ld_IR;
   reg [2:0] 	state, next_state;
   reg [1:0]    IR;
   parameter 	S_0 = 3'b000, S_1 = 3'b001, S_2 = 3'b010, S_3 = 3'b011,
                S_4 = 3'b100, S_5 = 3'b101, S_6 = 3'b110;	            
   always @ (posedge clk, negedge rst_)	
	if(rst_==0) state<=S_0; else state <= next_state;
   always @ (posedge clk)
        if (ld_IR) IR <= SIR;
   always @ (state, Start, IR, Bnot0, B0) 	
    begin
	next_state=S_0;
	case(state)
		S_0: if(Start) next_state=S_1; else next_state=S_0;
		S_1: if(IR==0) next_state=S_2; else if(IR==1) next_state=S_3; else if(IR==2) next_state=S_4; else if(IR==3) next_state=S_5;
		S_2: next_state=S_0; 
		S_3: next_state=S_0; 
		S_5: next_state=S_0;
		S_4: if(Bnot0==1) next_state=S_6; else next_state=S_0; 
		S_6: if(B0==0) next_state=S_6; else next_state=S_0;
		default: next_state=S_0; 
	endcase
   end
   always @ (state, Start, IR, Bnot0, B0) 
    begin
	AselSA = 0;
	ld_A = 0;
	ld_B = 0;
	ld_l = 0;
	clr_l = 0;
	shl_A = 0;
	shr_B = 0;
	case(state)
		S_0: if(Start) ld_IR = 1; 
		S_1: if(IR==0) begin AselSA=1; ld_A=1; ld_B=1; clr_l=1; end 
			else if(IR==1) begin AselSA=1; ld_A=1; ld_B=1; clr_l=1; end 
			else if(IR==2) ld_B=1; 
			else if(IR==3) begin AselSA=1; ld_A=1; end
		S_2: begin AselSA=0; ALUsel = 1; ld_A=1; ld_B=1; ld_l=1; end
		S_3: begin AselSA=0; ALUsel = 0; ld_A=1; ld_B=1; ld_l=1; end
		S_5: begin AselSA=0; shl_A=1; end
		S_6: begin if(B0==0) shr_B=1; end
	endcase
    end
endmodule
module Datapath_calc(resultA, resultB, B0, Bnot0, SA, SB, ld_A, AselSA, ld_B, ld_l, clr_l, ALUsel, shl_A, shr_B, clk);
  output wire [4:0] resultA;
  output wire [3:0] resultB;
  output wire B0, Bnot0;
  input  [3:0] SA, SB;
  input	 ld_A, AselSA, ld_B, ld_l, clr_l, ALUsel, shl_A, shr_B, clk;
  reg [4:0] ALUresult;
  reg [3:0] A, B;
  reg       l;
  assign resultA = {l, A};
  assign resultB = B;
  assign B0 = B[0], Bnot0 = B[3] || B[2] || B[1] || B[0];
  always @(posedge clk) begin
    if (ld_A) 	if (AselSA) A <= SA; else A <= ALUresult[3:0];
    if (ld_B)   B <= SB;
    if (ld_l) 	l <= ALUresult[4];
    if (clr_l) 	l <= 0;
    if (shl_A)	A <= A << 1;
    if (shr_B) 	B <= B >> 1;
   end
   always @(A, B, ALUsel)
     if (ALUsel) ALUresult = A + B;
     else        ALUresult = A - B;
endmodule
```
==> flow_metrics.py <==
# Synthesis and PnR figures
metrics = {
    "status": {
        "status": "complete, no violations",
    },
    "worst_setup_path": {
        "cp_common_cell": "and4_1",
        "worst-path-buf-inv": 0,
        "critPathKind": "reg2reg",
        "start_kind": "flip-flop",
        "worstPathArrival_ns": 1.82,
        "r2r-start": "counter[0]",
        "cp-end-kind": "flip-flop",
        "path_max_fanout": 7,
        "r2r-end": "counter[14]",
        "cpLargestDelayFamily": "simple AND/OR/NAND/NOR gates",
        "rrSetupSlack_ns": 4.95,
        "path_cells": "ha_1 -> and4_1 -> and4_1 -> nand4_1 -> xnor2_1",
        "crit_slowest_cell": "dfxtp_1",
        "worstPathRequired_ns": 6.77,
        "reg2reg_depth": 5,
        "crit_path_max_incr_delay_ns": 0.39,
    },
    "grt": {
        "antenna_found_initial": 0,
        "grt_first_pass_wirelength_mm": 5.31,
        "grt_usage_pct": 8.84,
        "grt_max_degree": 20,
        "overflow": 0,
        "grt_pass1_vias": 1218,
    },
    "final_timing": {
        "timing.final.max_slew_violations": 0,
        "fin_ws_ns": 4.95,
        "slew-limit-headroom_pct": 60.9,
        "finalClockSkew_ns": 0.00845,
        "finalSetupViolations": 0,
        "fin_crit_sh_pct": 25.0,
        "timing.fmax_ghz": 0.606,
        "rsz0062_at_grt": "no",
        "fin_crit_ns": 1.65,
        "untimed_endpoints": 34,
        "worstMarginPinSlew_ns": 0.586,
        "unclocked_pins": 19,
        "hold_viol_final": 0,
        "fin_setup_tns_ns": 0,
    },
    "clock_tree": {
        "cts_tree": "done",
        "ctsHoldBuffers": 0,
        "cts_buffer_depth": 2,
        "numCtsBuffers": 3,
        "cts_max_level": 1,
        "cts_setup_buffers": 0,
        "cts-root-buf": "clkbuf_8",
        "ctsResizeCount": 0,
        "clk_latency_ns": 0.27,
        "path_clk_slew_ns": 0.09,
    },
    "hold_path": {
        "worstHoldStart": "counter[0]",
        "hold_class": "reg2reg",
        "whs_path_depth": 1,
        "hold_end": "counter[0]",
    },
    "pwr": {
        "p_switching_uw": 53.0,
        "pwr-share-comb_pct": 3.2,
        "switching_share_pct": 17.8,
        "ir_drop_uv": 124,
        "p_seq_share_pct": 52.7,
        "p_int_uw": 245,
        "p_per_area_nw_per_um2": 125,
        "pwr-share-clk_pct": 44.1,
        "power.leakage_nw": 0.949,
    },
    "final_layout": {
        "areaGrowthSynthToFinish_pct": 13.9,
        "lay_top_count": "dfxtp_1",
        "layout_top_cells": "dfxtp_1 (31), xnor2_1 (21), nand2_1 (21), clkdlybuf4s50_1 (21), conb_1 (17)",
        "nFillCells": 686,
        "drive_gt1_share_pct": 6.64,
    },
    "synthesis": {
        "avgSynthCellArea_sq_um": 10.2,
        "ys_async_sr_fraction_pct": 15.6,
        "netlist_instances": 205,
        "synth_flops": 45,
        "synth_warnings": 4,
        "ys_cells": 205,
        "synth_area_sq_um": 2090,
        "ys_types": 40,
        "synthFlopType": "dfxtp_1",
        "edf_count": 6,
        "ys_area_sq_um": 2090,
    },
    "floorplanning": {
        "initCoreUtil_pct": 31.0,
        "num_rows": 30,
        "io_pins": 45,
        "core_area_sq_um": 6760,
        "die_area_sq_um": 7310,
        "chipWidth_microns": 85.5,
        "dieHeight_microns": 85.5,
    },
    "routing": {
        "drtIter0Drc": 35,
        "firstDrtPassIters": 4,
        "finalWirelength_mm": 3.13,
        "antenna_left": 0,
        "n_antenna_cell": 0,
        "avgViaCountPerCell": 4.34,
        "remaining_drc_errors": 0,
        "avgRoutedWirePerCell_microns": 10.2,
        "vias": 1329,
    },
    "place": {
        "dp_hpwl_mm": 2.41,
        "io_buffers": 21,
        "gp_congestion": 0.776,
        "place_ws_ns": 4.96,
    },
    "flow_run": {
        "openroad.warnings": 31,
        "cap_violations": 0,
    },
}
[cell families after synthesis]
family	after synthesis	share of synthesized area [%]
latches	1	0.717
adders and majority gates	7	4.55
and+or+nand+nor	72	19.0
DFF	44	46.7
other	1	0.179
AOI/OAI and AO/OA	17	4.90
buffers and inverters	28	8.61
xor gates and xnor gates	28	11.7
muxes	7	3.65
[metrics by stage]
stage	utilization (%)	hold slack (ns)	cell area (sq um)	std cells	power (mW)
after floorplan	-	0.383	2150	221	0.169
after global placement	34.2	0.393	2310	302	0.171
after detailed placement	34.2	0.399	2310	302	0.171
after CTS	35.3	0.420	2380	306	0.301
after global routing	35.3	0.429	2380	306	0.308
final	35.3	0.424	2380	306	0.298
[synth_stat cells, types with 2 or more instances]
cell / n / area share, %
a21o_1: 2 / 0.72
a21oi_1: 3 / 0.72
and3_1: 4 / 1.2
and4_1: 3 / 1.3
buf_4: 20 / 7.2
dfrtp_1: 6 / 7.2
dfxtp_1: 31 / 30
edfxtp_1: 6 / 8.6
ha_1: 6 / 3.6
inv_1: 8 / 1.4
mux2_2: 5 / 2.7
mux2i_1: 2 / 0.96
nand2_1: 21 / 3.8
nand3_1: 12 / 2.9
nand4_1: 5 / 1.5
nor2_1: 12 / 2.2
nor3_1: 3 / 0.72
nor4_1: 2 / 0.60
o21ai_0: 7 / 1.7
xnor2_1: 21 / 8.8
xor2_1: 7 / 2.9
[power by group through the flow]
stage	sequential [mW]	clock (mW)	combinational (mW)
4_1_cts	0.157	0.134	0.00980
6_report	0.157	0.132	0.00951
5_1_grt	0.157	0.140	0.0106
[area by class of cell]
class,count,area [sq um],area share (%)
clock buffer,3,41.3,1.73
clock inverter,1,30.0,1.26
inverter,8,30.0,1.26
multi-input combinational,148,980,41.1
sequential,45,992,41.6
tap,80,100,4.20
timing repair buffer,21,210,8.82
[how the worst max path moves through the flow]
stage / from / to / slack (ns) / cells past startpoint
6_report: counter[0] / counter[14] / 4.95 / 5
5_1_grt: counter[0] / counter[14] / 4.85 / 5
4_1_cts: counter[0] / counter[14] / 4.94 / 5
[registers in the layout, summed over array words and instances (netlist names)]
signal,cells
Mc.ALUsel,1
Md.B,4
Md.l,1
counter,26
Mc.IR,2
Md.A,4
Mc.state,7
[metal layers]
| metal | share of wire (%) | GRT usage, % | wire [microns] | vias to the layer above |
|---|---|---|---|---|
| li1 | - | - | - | 709 |
| met2 | 43 | 14.1 | 1330 | 20 |
| met1 | 52 | 13.4 | 1630 | 598 |
| met5 | 0 | 0 | 0 | - |
| met4 | 0.38 | 0.909 | 12 | 0 |
| met3 | 5.0 | 1.56 | 155 | 2 |
Power figures rest on the tool's default switching activity, not on a simulated workload.
